[design.v]
`timescale 1ns / 1ps
module bit_64_xor(a,b,y,co);
input [63:0]a;
input [63:0]b;
output [63:0]y; 
output reg[2:0]co;
xor (y[0],a[0],b[0]);
xor (y[1],a[1],b[1]);
xor (y[2],a[2],b[2]);
xor (y[3],a[3],b[3]);
xor (y[4],a[4],b[4]);
xor (y[5],a[5],b[5]);
xor (y[6],a[6],b[6]);
xor (y[7],a[7],b[7]);
xor (y[8],a[8],b[8]);
xor (y[9],a[9],b[9]);
xor (y[10],a[10],b[10]);
xor (y[11],a[11],b[11]);
xor (y[12],a[12],b[12]);
xor (y[13],a[13],b[13]);
xor (y[14],a[14],b[14]);
xor (y[15],a[15],b[15]);
xor (y[16],a[16],b[16]);
xor (y[17],a[17],b[17]);
xor (y[18],a[18],b[18]);
xor (y[19],a[19],b[19]);
xor (y[20],a[20],b[20]);
xor (y[21],a[21],b[21]);
xor (y[22],a[22],b[22]);
xor (y[23],a[23],b[23]);
xor (y[24],a[24],b[24]);
xor (y[25],a[25],b[25]);
xor (y[26],a[26],b[26]);
xor (y[27],a[27],b[27]);
xor (y[28],a[28],b[28]);
xor (y[29],a[29],b[29]);
xor (y[30],a[30],b[30]);
xor (y[31],a[31],b[31]);
xor (y[32],a[32],b[32]);
xor (y[33],a[33],b[33]);
xor (y[34],a[34],b[34]);
xor (y[35],a[35],b[35]);
xor (y[36],a[36],b[36]);
xor (y[37],a[37],b[37]);
xor (y[38],a[38],b[38]);
xor (y[39],a[39],b[39]);
xor (y[40],a[40],b[40]);
xor (y[41],a[41],b[41]);
xor (y[42],a[42],b[42]);
xor (y[43],a[43],b[43]);
xor (y[44],a[44],b[44]);
xor (y[45],a[45],b[45]);
xor (y[46],a[46],b[46]);
xor (y[47],a[47],b[47]);
xor (y[48],a[48],b[48]);
xor (y[49],a[49],b[49]);
xor (y[50],a[50],b[50]);
xor (y[51],a[51],b[51]);
xor (y[52],a[52],b[52]);
xor (y[53],a[53],b[53]);
xor (y[54],a[54],b[54]);
xor (y[55],a[55],b[55]);
xor (y[56],a[56],b[56]);
xor (y[57],a[57],b[57]);
xor (y[58],a[58],b[58]);
xor (y[59],a[59],b[59]);
xor (y[60],a[60],b[60]);
xor (y[61],a[61],b[61]);
xor (y[62],a[62],b[62]);
xor (y[63],a[63],b[63]);
always @(*)
begin
    co <= 3'b0; 
    co[1] <= y[63];
    if(y == 64'd0)
        co[2] <= 1'b1;
end
endmodule
[run.sh]
#!/bin/bash
# OpenROAD 26Q1-2900-gdf79404cd8, Yosys 0.63+post, stock flow scripts
make -C /OpenROAD-flow-scripts/flow DESIGN_CONFIG=/design/flow/config.mk WORK_HOME=/design/flow/orfs finish
[config.mk]
export PLATFORM = sky130hd
export DESIGN_NAME = bit_64_xor
export DESIGN_NICKNAME = bit_64_xor
export VERILOG_FILES = /design/flow/design.v
export SDC_FILE = /design/flow/constraint.sdc
export NUM_CORES = 4
export LEC_CHECK = 1
export CORE_AREA = 10 10 94 94
export DIE_AREA = 0 0 104 104
[constraint.sdc]
current_design bit_64_xor

set clk_period 2.7
set clk_io_pct 0.2

create_clock -name clk0 -period $clk_period

set non_clock_inputs [all_inputs -no_clocks]
set_input_delay [expr $clk_period * $clk_io_pct] -clock clk0 $non_clock_inputs
set_output_delay [expr $clk_period * $clk_io_pct] -clock clk0 [all_outputs]
==> impl_metrics.ini <==
; flow metrics
[placement]
placed_cell_area_sq_um = 2940
post-place-cells = 398
place_hpwl_microns = 5830
gp_congestion = 0.802
io_buffers = 194

[grt]
antenna_found_initial = 0
grt_overflow = 0
grt_pass1_vias = 1688
grt_max_degree = 3
grt_pass1_wl_microns = 9180
track_usage = 0.105

[floorplanning]
fp.dieH_microns = 104
rows = 30
dieWidth_microns = 104
coreArea_sq_um = 6830
fp_util = 0.106
chipArea_sq_um = 10800
io_pins = 195

[logic_synthesis]
yosys-stat-area_sq_um = 723
synth_cell_types = 6
synthCells = 88
ys_warn_count = 1
topCellsByArea = xor2_1 78%, nor4_1 13%, nand4_1 3.5%
ys_cells = 88
netlist_area_sq_um = 723
top_area_frac = 0.775
postSynthAreaPerCell_sq_um = 8.22
yosysSeqAreaShare = 0
yosys.area.top_type = xor2_1

[min_path]
min_path_cells = 3
min_path_type = primary input to output pin

[layout]
clkbuf_count = 0
layout.cells.non_filler = 398
final_cell_area_sq_um = 3130
nFillCells = 651
flop-count = 0
mi_logic_area_sq_um = 855
drive_gt1_frac = 0.152
seq_area_sq_um = 0
syn_to_final_growth_pct = 333

[worst_setup_path]
worstPathArrival_ns = 2.03
cp_max_fo = 2
path_cells = clkdlybuf4s50_1 -> xor2_2 -> nor4_2 -> nand4_1 -> nor4_2 -> buf_2
cp-start-kind = primary input
endpoint_kind = output pin
path_class = primary input to output pin
worst_path_max_delay_cell = clkdlybuf4s50_1
cpMostUsedCell = nor4_2
worstPathRequired_ns = 2.16
max_stage_delay_ns = 0.44

[power]
p_per_area_nw_per_um2 = 176
ir_drop_v = 0.0000753
power_leakage_nw = 1.38

[timing]
hold_ws_ns = 1.70
grt_setup_unrepaired = false
setup_viol = 0
period_used_share = 0.951
clock.fmax_mhz = 390
hold_viol = 0
period_minus_slack_ns = 2.57
slew_violations = 0

[routing]
dr_total_vias = 1438
first_iter_violations = 10
antenna_left = 0
firstDrtPassIters = 3
wl_per_cell_microns = 15.5
vias_per_cell = 3.61
n_antenna_cell = 0
routed_wirelength_microns = 6160
post-route-drc-count = 0

[job]
maxCapViolations = 0
tool_warnings = 32

[clock_tree]
cts_setup_buffers = 0

[status]
status = complete, no violations
[report_power, final]
part | switching [mW] | internal, mW
clock | 0 | 0
combinational | 0.146 | 0.405
sequential | 0 | 0
total | 0.146 | 0.405
[cell type report]
| class | instances | share of cell area |
|---|---|---|
| timing repair buffer | 216 | 0.689 |
| multi-input combinational | 86 | 0.273 |
| tap | 96 | 0.0383 |
[cell usage after synthesis, drive strengths merged]
| master | n |
|---|---|
| buf | 2 |
| conb | 1 |
| nand4 | 4 |
| nor4 | 17 |
| xor2 | 64 |
[layer usage]
layer,global-route usage,up-vias,wire (microns)
met5,0,-,0
met3,0.0514,2,707
met2,0.195,104,3150
met4,0.00398,0,27
met1,0.108,610,2280
li1,-,722,-
[placed cells by master (no fill, tap or decap), drive strengths merged]
cell	Yosys	layout
clkdlybuf4s50	0	170
xor2	64	64
dlymetal6s2s	0	23
buf	2	23
nor4	17	17
nand4	4	4
conb	1	1
[cell families (layout without fill, tap and decap cells)]
kind of cell  count (synthesis)  count (layout)  share of synthesized area
simple gates                 21              21                      0.199
other cells                   1               1                    0.00519
buf+inv                       2             216                     0.0208
xor+xnor                     64              64                      0.775
[worst paths after layout]
path,slack [ns],start,end
max,0.13,a[63],co[2]
min,1.70,b[48],y[48]
[what timing repair did]
action | in CTS | in global routing
pin swaps | 5 | 12
hold buffers | 0 | 0
gates resized | 8 | 40
endpoints found under the setup margin | 1 | 1
[worst max-delay path: cells and delay by family]
family | cells | cell delay (ns)
xor+xnor | 1 | 0.17
buf+inv | 2 | 0.60
simple gates | 3 | 0.72
[metrics by stage]
stage	setup WS, ns	utilization	power [mW]	TNS, ns
finish	0.133	0.459	0.552	0
global route	0.00211	0.459	0.598	0
CTS	0.0589	0.433	0.548	0
detailed placement	-0.470	0.430	0.539	-0.470
global placement	-0.470	0.430	0.541	-0.470
floorplan	0.883	-	0.0715	0
Power figures rest on the tool's default switching activity, not on a simulated workload.
