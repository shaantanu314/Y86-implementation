===== flow/run.sh =====
#!/bin/bash
# OpenROAD 26Q1-2900-gdf79404cd8, Yosys 0.63+post, stock flow scripts
make -C /OpenROAD-flow-scripts/flow DESIGN_CONFIG=/design/flow/config.mk WORK_HOME=/design/flow/orfs finish

===== flow/constraint.sdc =====
current_design bit_64_and

set clk_period 2.2
set clk_io_pct 0.2

create_clock -name clk0 -period $clk_period

set non_clock_inputs [all_inputs -no_clocks]
set_input_delay [expr $clk_period * $clk_io_pct] -clock clk0 $non_clock_inputs
set_output_delay [expr $clk_period * $clk_io_pct] -clock clk0 [all_outputs]

===== flow/design.v =====
`timescale 1ns / 1ps
module bit_64_and(a,b,y,co);
input [63:0]a;
input [63:0]b;
output [63:0]y; 
output reg[2:0] co;
and (y[0],a[0],b[0]);
and (y[1],a[1],b[1]);
and (y[2],a[2],b[2]);
and (y[3],a[3],b[3]);
and (y[4],a[4],b[4]);
and (y[5],a[5],b[5]);
and (y[6],a[6],b[6]);
and (y[7],a[7],b[7]);
and (y[8],a[8],b[8]);
and (y[9],a[9],b[9]);
and (y[10],a[10],b[10]);
and (y[11],a[11],b[11]);
and (y[12],a[12],b[12]);
and (y[13],a[13],b[13]);
and (y[14],a[14],b[14]);
and (y[15],a[15],b[15]);
and (y[16],a[16],b[16]);
and (y[17],a[17],b[17]);
and (y[18],a[18],b[18]);
and (y[19],a[19],b[19]);
and (y[20],a[20],b[20]);
and (y[21],a[21],b[21]);
and (y[22],a[22],b[22]);
and (y[23],a[23],b[23]);
and (y[24],a[24],b[24]);
and (y[25],a[25],b[25]);
and (y[26],a[26],b[26]);
and (y[27],a[27],b[27]);
and (y[28],a[28],b[28]);
and (y[29],a[29],b[29]);
and (y[30],a[30],b[30]);
and (y[31],a[31],b[31]);
and (y[32],a[32],b[32]);
and (y[33],a[33],b[33]);
and (y[34],a[34],b[34]);
and (y[35],a[35],b[35]);
and (y[36],a[36],b[36]);
and (y[37],a[37],b[37]);
and (y[38],a[38],b[38]);
and (y[39],a[39],b[39]);
and (y[40],a[40],b[40]);
and (y[41],a[41],b[41]);
and (y[42],a[42],b[42]);
and (y[43],a[43],b[43]);
and (y[44],a[44],b[44]);
and (y[45],a[45],b[45]);
and (y[46],a[46],b[46]);
and (y[47],a[47],b[47]);
and (y[48],a[48],b[48]);
and (y[49],a[49],b[49]);
and (y[50],a[50],b[50]);
and (y[51],a[51],b[51]);
and (y[52],a[52],b[52]);
and (y[53],a[53],b[53]);
and (y[54],a[54],b[54]);
and (y[55],a[55],b[55]);
and (y[56],a[56],b[56]);
and (y[57],a[57],b[57]);
and (y[58],a[58],b[58]);
and (y[59],a[59],b[59]);
and (y[60],a[60],b[60]);
and (y[61],a[61],b[61]);
and (y[62],a[62],b[62]);
and (y[63],a[63],b[63]);
always @(*)
begin
    co <= 3'b0; 
    co[1] <= y[63];
    if(y == 64'd0)
        co[2] <= 1'b1;
end
endmodule

===== flow/config.mk =====
export PLATFORM = sky130hd
export DESIGN_NAME = bit_64_and
export DESIGN_NICKNAME = bit_64_and
export VERILOG_FILES = /design/flow/design.v
export SDC_FILE = /design/flow/constraint.sdc
export NUM_CORES = 4
export LEC_CHECK = 1
export CORE_AREA = 10 10 91 91
export DIE_AREA = 0 0 101 101

==> impl_metrics.json <==
{
  "status": "finished with violations",
  "failed_checks": "setup timing",
  "critPathSlowestCell": "or4_4",
  "dr_wl_met3_mm": 1.07,
  "power_uw": 461,
  "dr.pass1.iters": 4,
  "chip_area_um2": 10200,
  "port-buffer-count": 194,
  "area.growth.synth_to_final_pct": 374,
  "dp_hpwl_mm": 5.86,
  "fp_util_pct": 9.34,
  "wl_met2_mm": 3.09,
  "xor_area_share_pct": 0,
  "routed_via_density": 3.93,
  "hold_viol": 0,
  "stdcell_area_um2": 2810,
  "hp-start": "b[41]",
  "gr-total-overflow": 0,
  "warnings": 34,
  "core_area_um2": 6350,
  "worst_slack_ns": -0.252,
  "drt-initial-drc-count": 26,
  "drt-wirelength-per-cell_um": 16.0,
  "fin_tns_setup_ns": -0.252,
  "wl_met1_mm": 2.02,
  "cp-start-kind": "input pin",
  "num_antenna_cells": 0,
  "min_period_ns": 2.45,
  "die_w_um": 101,
  "regArea_um2": 0,
  "cp_data_required_time_ns": 1.76,
  "top_layer_used": "met3",
  "dpl_worst_slack_ns": -0.971,
  "num_rows": 29,
  "grt_pass1_vias": 1726,
  "hold_buffers": 0,
  "antenna_found_initial": 0,
  "simple_gate_area_share_pct": 91.8,
  "p_per_area_nw_per_um2": 164,
  "syn_area_um2": 593,
  "ys_top_logic_family": "simple AND/OR/NAND/NOR gates",
  "path_class": "input pin to output pin",
  "final_cell_mix": "clkdlybuf4s50_1 (160), and2_1 (43), buf_4 (24)",
  "crit_chain": "clkbuf_2, and2_4, or4_4, or4_4, nor4_4, buf_2",
  "aoi_share_pct": 5.06,
  "ios": 195,
  "gp_congestion": 0.883,
  "placed_cell_area_um2": 2770,
  "yosysWarningCount": 1,
  "drv_cap": 0,
  "flops": 0,
  "setup_viol": 1,
  "ys_sh_mux_pct": 0,
  "critPathMaxFanout": 2,
  "syn_inst": 92,
  "yosys.stat.seqShare_pct": 0,
  "synth_cell_types": 11,
  "power_leakage_uw": 0.00117,
  "critPathCaptureType": "output pin",
  "clkbuf_count": 0,
  "grt_max_degree": 3,
  "fin_crit_sh_pct": 111,
  "cp_common_cell": "or4_4",
  "grt_first_pass_wirelength_mm": 8.73,
  "synthAdderAreaFrac_pct": 0,
  "lay_top_count": "clkdlybuf4s50_1",
  "drc_errors": 0,
  "fmax_ghz": 0.408,
  "grt_usage_pct": 10.7,
  "die_h_um": 101,
  "worst_ep_arrival_time_ns": 2.01,
  "maxSlewViolCount": 0,
  "hold_class": "input pin to output pin",
  "ir_drop_v": 0.0000838,
  "yosys-stat-cells": 92,
  "critical-path-max-stage-delay_ns": 0.55,
  "grt_setup_unrepaired": "yes",
  "utilization_pct": 44.3,
  "drive_gt1_share_pct": 25.6,
  "vias": 1514,
  "ant_nets": 0,
  "cp-startpoint": "a[3]",
  "ys_chip_area_um2": 593,
  "syn_avg_cell_area_um2": 6.45,
  "final.fill_count": 618,
  "wl_mm": 6.18
}
-- power by group --
part | internal [uW] | switching [uW]
clock network | 0 | 0
logic | 364 | 97.0
registers | 0 | 0
total | 364 | 97.0
-- routing by layer --
metal / vias up / track usage [%]
li1: 762 / -
met1: 643 / 10.3
met2: 109 / 19.8
met3: 0 / 6.79
met4: 0 / 0
met5: - / 0
-- cells in the mapped netlist, drive strengths merged --
cell   count  area, um^2
nand4      3        18.8
or4        5        37.5
a22oi      4        30.0
and4       1        8.76
conb       1        3.75
nor2       2        7.51
nor4      10        68.8
and2      64         403
buf        2        15.0
-- critical path: cells and delay by family --
family / cells / cell delay (ns)
AND/OR/NAND/NOR: 4 / 1.35
buffers and inverters: 2 / 0.22
-- cells by family after synthesis --
kind of cell           Yosys count
AND-OR/OR-AND                    4
buffers and inverters            2
other                            1
AND/OR/NAND/NOR                 85
-- path summary, 6_finish.rpt --
check               end  slack, ns  cells after the start
setup / recovery  co[2]      -0.25                      6
hold / removal    co[2]       1.42                      6
-- timing repair --
item	4_1_cts	5_1_grt
setup endpoints to repair	1	1
buffers inserted	3	1
pin swaps	22	13
gates resized	99	28
gates cloned	0	0
hold endpoints to repair	0	0
-- final cells by class --
type	instances	area, um^2	area share (%)
timing repair buffer	218	2020	71.7
multi-input combinational	90	701	24.9
tap	77	96.3	3.42
-- stage by stage --
step / hold WS [ns] / instances
6_report: 1.42 / 385
5_1_grt: 1.45 / 385
4_1_cts: 1.43 / 384
3_5_place_dp: 1.82 / 381
3_3_place_gp: 1.82 / 381
2_1_floorplan: 0.952 / 92
No activity file was given, so power comes from the tool's default toggle rates.
