===== design.v =====
`timescale 1ns / 1ps
module ALU(ALU_A,ALU_B,ALU_fun,cf,e_valE);
input [63:0]ALU_A;
input [63:0]ALU_B;
input [3:0]ALU_fun;
output  [63:0]e_valE; 
output  [2:0]cf;
wire [2:0]co1;
wire [2:0]co2;
wire [2:0]co3;
wire [2:0]co4;
wire [63:0]y0;
wire [63:0]y1;
wire [63:0]y2;
wire [63:0]y3;
wire ci0 ;
assign ci0 = 0;
wire ci1 ;
assign ci1 = 1;
bit_64_addsub add1(.co(co1),.ci(ci0) ,.a(ALU_A), .b(ALU_B), .s(y0) );
bit_64_addsub sub1(.co(co2),.ci(ci1) ,.a(ALU_B), .b(~ALU_A), .s(y1) );
bit_64_and and1(.a(ALU_A), .b(ALU_B), .y(y2) ,.co(co3));
bit_64_xor xor1(.a(ALU_A), .b(ALU_B), .y(y3) ,.co(co4));
mux_41 mux(ALU_fun,co1,co2,co3,co4,y0,y1,y2,y3,cf,e_valE);
endmodule
module ALU_A_logic(E_icode,E_valA,E_valC,ALU_A);
    input [3:0] E_icode;
    input [63:0] E_valA;
    input [63:0] E_valC;
    output reg [63:0] ALU_A;
    always @ (E_icode , E_valA ,E_valC )
    begin
        case (E_icode)
        4'h2 , 4'h6 :
            begin
                ALU_A <= E_valA;
            end
        4'h3 , 4'h4 , 4'h5  :
            begin
                ALU_A <= E_valC;
            end
        4'h9 , 4'hB  :
            begin
                ALU_A <= 64'd8;
            end
        4'h8 , 4'hA:
            begin
                ALU_A <= 64'hFFFFFFFFFFFFFFF8;
            end
        endcase
    end
endmodule
module ALU_B_logic(E_icode,E_valB,ALU_B);
    input [3:0] E_icode;
    input [63:0] E_valB;
    output reg [63:0] ALU_B;
    always @ (E_icode , E_valB )
    begin
        case (E_icode)
        4'h2 , 4'h3 :
            begin
                ALU_B <= 64'd0;
            end
        4'h4 , 4'h5 , 4'h6 ,4'h8 ,4'h9 , 4'hA ,4'hB  :
            begin
                ALU_B <= E_valB;
            end
        endcase
    end
endmodule
module ALU_FUN(E_icode,E_ifun,ALU_fun);
    input [3:0] E_icode;
    input [3:0] E_ifun;
    output reg [3:0] ALU_fun;
    parameter ADDQ = 4'h0;
    always @ (E_icode,E_ifun)
    begin
        case (E_icode)
        4'h6:
            begin
                ALU_fun <= E_ifun;
            end
        default :
            begin
                ALU_fun <= ADDQ;
            end
        endcase
    end
endmodule
module CC(clk,E_icode,cf,outf,m_stat,W_stat);
    input [3:0] E_icode;
    input [2:0]cf;
    output reg[2:0] outf;
    input [2:0] m_stat;
    input [2:0] W_stat; 
    input clk;
    initial
    begin
        outf <=0;
    end
    parameter SAOK = 3'h1;
    parameter SHLT = 3'h2;
    parameter SADR = 3'h3;
    parameter SINS = 3'h4;
    always @ (E_icode,cf)
    begin
        if(( E_icode == 4'h6) && !(m_stat==SADR | m_stat ==SINS | m_stat ==SHLT) & !(W_stat==SADR | W_stat==SINS | W_stat==SHLT))
        begin 
            outf <= cf;  
        end
    end
endmodule
module Cond(E_ifun,outf,e_Cnd);
    input[3:0] E_ifun;
    input[2:0] outf;
    output reg e_Cnd;
    initial
    begin
        e_Cnd <=0;
    end
    always @(E_ifun,outf)
    begin
        case(E_ifun)
        4'h0: e_Cnd <= 1'b1;
        4'h1:
        begin
            if((outf[1]^outf[0])|outf[2]) 
            e_Cnd <= 1'b1;
            else
            e_Cnd <= 1'b0;
        end
        4'h2:
        begin
            if(outf[1]^outf[0]) 
            e_Cnd <= 1'b1;
            else
            e_Cnd <= 1'b0;
        end
        4'h3:
        begin
            if(outf[2]) 
            e_Cnd <= 1'b1;
            else
            e_Cnd <= 1'b0;
        end 
        4'h4:
        begin
            if(~outf[2]) 
            e_Cnd <= 1'b1;
            else
            e_Cnd <= 1'b0;
        end
        4'h5:
        begin
            if(~(outf[1]^outf[0])) 
            e_Cnd <= 1'b1;
            else
            e_Cnd <= 1'b0;
        end
        4'h6:
        begin
            if(~(outf[1]^outf[0]) & ~outf[2]) 
            e_Cnd <= 1'b1;
            else
            e_Cnd <= 1'b0;
        end
        endcase
    end
endmodule
module exe_dstE(E_bubble,E_icode,E_dstE,e_Cnd,e_dstE);
    input [3:0] E_icode;
    input [3:0] E_dstE;
    input e_Cnd;
    input E_bubble;
    output reg[3:0] e_dstE;
    always @(*)
    begin
        e_dstE <= ((E_icode == 4'h2) & !e_Cnd) ? 4'hF:E_dstE ;
    end
endmodule
module E_pipelined_reg(clk,D_stat,E_stat,D_icode,D_ifun,D_valC,d_dstE,d_dstM,d_srcA,d_srcB,d_valA,d_valB,E_icode,E_ifun,E_valC,E_valA,E_valB,E_dstE,E_dstM,E_srcA,E_srcB,E_bubble);
    input [3:0] D_icode;
    input [3:0] D_ifun;
    input [63:0] D_valC;
    input [63:0] d_valA;
    input [63:0] d_valB;
    input [3:0] d_dstE;
    input [3:0] d_dstM;
    input [3:0] d_srcA;
    input [3:0] d_srcB;
    input [2:0] D_stat;
    input clk;
    input E_bubble;
    output reg[3:0] E_icode;
    output reg[3:0] E_ifun;
    output reg[63:0] E_valC;
    output reg[63:0] E_valA;
    output reg[63:0] E_valB;
    output reg[3:0] E_dstE;
    output reg[3:0] E_dstM;
    output reg[3:0] E_srcA;
    output reg[3:0] E_srcB;
    output reg[2:0] E_stat;
    initial
    begin
    E_icode <= 4'h1;
    E_ifun <=0;
    E_valC <=0;
    E_valA <=0;
    E_valB <=0;
    E_dstE <= 4'hF;
    E_dstM <= 4'hF;
    E_srcA <=0;
    E_srcB <=0;
    E_stat <=0;
    end
    always @(posedge clk)
    begin
        if(!E_bubble)
        begin
            E_icode <= D_icode;
            E_ifun  <= D_ifun;
            E_valC  <= D_valC;
            E_valA  <= d_valA;
            E_valB  <= d_valB;
            E_dstE  <= d_dstE;
            E_dstM  <= d_dstM;
            E_srcA  <= d_srcA;
            E_srcB  <= d_srcB;
            E_stat  <= D_stat;
        end
        else
        begin
            E_icode <= 4'h1;
            E_ifun  <= 4'h0;
            E_dstE  <= 4'hF;
            E_dstM  <= 4'hF;
            E_srcA  <= 4'hF;
            E_srcB  <= 4'hF;
        end
    end
endmodule

===== run.sh =====
#!/bin/bash
# OpenROAD 26Q1-2900-gdf79404cd8, Yosys 0.63+post, stock flow scripts
make -C /OpenROAD-flow-scripts/flow DESIGN_CONFIG=/design/flow/config.mk WORK_HOME=/design/flow/orfs finish

===== config.mk =====
export PLATFORM = sky130hd
export DESIGN_NAME = E_pipelined_reg
export DESIGN_NICKNAME = E_pipelined_reg
export VERILOG_FILES = /design/flow/design.v
export SDC_FILE = /design/flow/constraint.sdc
export NUM_CORES = 4
export LEC_CHECK = 1
export CORE_AREA = 10 10 279 279
export DIE_AREA = 0 0 289 289

===== constraint.sdc =====
current_design E_pipelined_reg

set clk_period 1.0
set clk_io_pct 0.2

create_clock -name clk0 -period $clk_period [get_ports {clk}]

set non_clock_inputs [all_inputs -no_clocks]
set_input_delay [expr $clk_period * $clk_io_pct] -clock clk0 $non_clock_inputs
set_output_delay [expr $clk_period * $clk_io_pct] -clock clk0 [all_outputs]

==> Changelog: implementation <==
## Implementation

* Status: finished with violations
* Failing checks: negative setup slack
* Met2 Use GR at 8.74%
* Num CTS Buffers at 25
* Final hold violations at 0
* Worst path bufs/invs at 1
* Smallest setup slack after layout at -0.367 ns
* Ratio of cells with drive above 1 in the final layout at 36.6%
* # Cells Yosys at approximately 250
* Startpoint Class: register
* Final period utilization at 137%
* First-pass GRT wire length at roughly 34 mm
* Hold_buf cts at 0
* MUX area fraction at 0%
* GRT Total Usage at approximately 5.8%
* Setup bufs post-CTS at 0
* Root Driver: clkbuf_16
* First-pass DRT Iterations at 3
* Required time of the worst setup path at approximately 0.80 ns
* DP Worst Slack at -0.697 ns
* Die X at 289 um
* Cell area leaders: edfxtp_1, dfxtp_1, or2_1, and2b_1, buf_6
* Worst path max stage delay at 0.46 ns
* WHS at 0.205 ns
* Vias in the first global route at between 4000 and 5000
* Mapped cell area at ~6500 um2
* Clk sinks at 219
* XOR-XNOR Cells, Area Fraction at 0%
* Pleak at 4.36 nW
* Overflow left after global routing at 0
* Fmax at 0.732 GHz
* Largest net degree at the start of global routing at 38
* Fin area at 12000 um2
* Drt total wl at 25.8 mm
* Post-Syn Instances at 246
* Dpl cell area at 12300 um2
* Ao+oa area frac at 0%
* Max_cap viols at 0
* RSZ-0062 raised after global routing: true
* Tool warnings at 28
* Yosys chip area at ~6500 um2
* Via-to-Cell Ratio at 2.50
* Tmin final at 1.37 ns
* Detail Route Antenna Nets at 0
* Chip Height at approximately 290 um
* Met3 Use GR at between 6 and 7%
* Residual DRC at 0
* Core Region at 71600 um2
* Synth warn at 1
* FP Util at 9.10%
* Vias at 4237
* Netlist cell types at 7
* Cell family with the largest share of critical-path delay: flip-flops
* Synth Seq Share at 97.2%
* PD cells at 1760 nW/um2
* Initial antenna violation count at 11
* Critical-path cell list: buf_6
* Pins Over Slew Limit at 0
* Yosys simple share at 2.40%
* WP data arrival at 1.17 ns
* M1 GR Usage at 5.34%
* GP Congestion at 0.809
* Nature of the critical path endpoint: primary output
* Total I/O pin count at 440
* Largest logic family: simple AND/OR/NAND/NOR gates
* Relative slew slack at 82.4%
* DR WL/cell at 15.2 um
* Worst-Margin Slew at 0.264 ns
* H-tree levels at 1
* Grt peak-use layer: met2
* Number of synthesized register bits at 219
* IO buf count at 439
* Worst Hold Class: in -> reg
* Syn avg cell area at 26.5 um2
* HPWL Detailed at 21.5 mm
* Clock transition at path regs at 0.06 ns
* CP max-delay cell: edfxtp_1
* Area Growth Syn to Fin at 83.6%
* Adder share at 0%
* Finish-stage setup viols at between 200 and 250
* Worst hold stages at 1
* CTS tree: yes
* Critical path fanouts, max at 1
* DRT iter0 DRCs at 118
* Die ar. at 83500 um2
* VDD IR max at approximately 1.3 mV
* CP Depth at 1
* Top cell type by total area after synthesis: edfxtp_1
* CP Class: reg -> out
* Max Root-Sink Buffers at 3
* Total Power at 21.1 mW
* Max-area cell share at 89.8%
* FP Rows at roughly 98
[power breakdown]
part           switching [mW]  internal [mW]
clock network            3.51           4.86
registers               0.174           10.7
logic                   0.556           1.27
total                    4.24           16.9
[placed cells by master (no fill, tap or decap)]
cell type / n
buf_6: 4
clkinv_1: 4
buf_4: 13
diode_2: 3
clkinvlp_4: 1
buf_2: 215
bufinv_16: 1
clkbuf_16: 25
edfxtp_1: 195
nor2b_1: 2
clkinv_2: 1
inv_6: 3
dfxtp_1: 20
clkinv_4: 1
dlygate4sd2_1: 1
clkbuf_1: 9
clkdlybuf4s50_1: 219
buf_12: 5
or2_1: 17
dfxtp_2: 4
and2b_1: 5
[Yosys cell counts]
cell / instances
and2b_1: 5
buf_6: 2
dfxtp_1: 24
edfxtp_1: 195
inv_1: 1
nor2b_1: 2
or2_1: 17
[cells by family after synthesis]
family,after synthesis
buf+inv,3
simple gates,24
flops,219
[per-layer routing]
layer	wire [um]	vias to the layer above
li1	-	1934
met1	7790	1874
met2	10900	367
met3	6220	48
met4	818	14
met5	96	-
[path summary, 6_finish.rpt]
path                                  from  slack (ns)                   end
worst min-delay path            d_valB[28]        0.20  E_valB[28]$_DFFE_PN_
worst max-delay path  E_valB[51]$_DFFE_PN_       -0.37            E_valB[51]
[repair_timing]
item | in CTS | in global routing
endpoints found under the setup margin | 406 | 219
hold endpoints to repair | 0 | 0
resized | 726 | 1
[registers in the layout, indices dropped and copies added, names as in the netlist]
register and cells:
E_valA 64, E_valB 64, E_valC 64, E_dstE 4, E_dstM 4, E_icode 4
E_ifun 4, E_srcA 4, E_srcB 4, E_stat 3
[layout make-up]
class	count	area, um2
clock buffer	34	659
multi-input combinational	24	156
fill	7848	59600
sequential	219	6340
timing repair buffer	457	3520
antenna	3	7.51
inverter	1	7.51
tap	950	1190
clock inverter	10	85.1
[through the flow]
step	TNS [ns]	util (%)	cells
2_1_floorplan	-502.55	-	246
3_3_place_gp	-145.80	17.1	1651
3_5_place_dp	-140.52	17.1	1651
4_1_cts	-61.82	16.7	1695
5_1_grt	-62.26	16.7	1695
6_report	-48.00	16.7	1698
Power is estimated from default activity; no workload was simulated.
